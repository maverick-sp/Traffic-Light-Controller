[flow/config.mk]
export PLATFORM = sky130hd
export DESIGN_NAME = Traffic_Light_Controller
export DESIGN_NICKNAME = Traffic_Light_Controller
export VERILOG_FILES = /design/flow/design.v
export SDC_FILE = /design/flow/constraint.sdc
export NUM_CORES = 4
export LEC_CHECK = 1
export CORE_AREA = 10 10 70 70
export DIE_AREA = 0 0 80 80
[flow/constraint.sdc]
current_design Traffic_Light_Controller

set clk_period 2.2
set clk_io_pct 0.2

create_clock -name clk0 -period $clk_period [get_ports {clk}]

set non_clock_inputs [all_inputs -no_clocks]
set_input_delay [expr $clk_period * $clk_io_pct] -clock clk0 $non_clock_inputs
set_output_delay [expr $clk_period * $clk_io_pct] -clock clk0 [all_outputs]
[flow/design.v]
`timescale 1ns / 1ps
module Controller(
        input clk,reset,
        input T_HOLD,T_YELLOW,
        input CARS,
        output START_TIMER,EXPRESS_GREEN,EXPRESS_YELLOW,EXPRESS_RED,LOCAL_GREEN,LOCAL_YELLOW,LOCAL_RED
    );
    wire A,B;
    wire w,x;
    Mux_4to1  MB(.A0(0), .A1(T_YELLOW), .A2(~T_YELLOW), .A3(1),.S1(B),.S0(A),.out(w));
    Mux_4to1   MA(.A0(T_HOLD&CARS), .A1(1), .A2(0), .A3(~T_HOLD&CARS),.S1(B),.S0(A),.out(X));
    D_FlipFlop   FB(w ,clk,reset,B);
    D_FlipFlop   FA(x,clk,reset,A);
    assign START_TIMER= (~B&~A&T_HOLD&CARS)|(B&A&(T_HOLD|~CARS))|(T_YELLOW&(A^B));
    assign EXPRESS_GREEN= ~B&~A;
    assign EXPRESS_YELLOW= ~B&A;
    assign LOCAL_GREEN= B&A;
    assign LOCAL_YELLOW= B&~A;
    assign EXPRESS_RED= LOCAL_GREEN|LOCAL_YELLOW;
    assign LOCAL_RED= EXPRESS_GREEN|EXPRESS_YELLOW;
endmodule
`timescale 1ns / 1ps
module D_FlipFlop(input D, input clk, input reset, output reg Q);
always @(posedge clk, posedge reset)
begin
    if (reset)
        Q <= 1'b0;
    else
        Q <= D;
end
endmodule
`timescale 1ns / 1ps
module Mux_4to1(
   input A0, A1, A2, A3,
   input S1, S0,
   output reg out
);
wire d0, d1, d2, d3;
assign {d3, d2, d1, d0} = (S1 == 1'b0 && S0 == 1'b0) ? 4'b0001 :
                           (S1 == 1'b0 && S0 == 1'b1) ? 4'b0010 :
                           (S1 == 1'b1 && S0 == 1'b0) ? 4'b0100 :
                           (S1 == 1'b1 && S0 == 1'b1) ? 4'b1000 :
                                                        4'b0000;  
always @(*)
begin
    out = d0 & A0 | d1 & A1 | d2 & A2 | d3 & A3;
end
endmodule
`timescale 1ns / 1ps
module Timer(
    input START_TIMER,     
    input clk,             
    output reg T_HOLD,     
    output reg T_YELLOW    
);
reg [1:0] state;    
reg [9:0] counter;  
parameter HOLD_STATE = 2'b00;    
parameter YELLOW_STATE = 2'b01;  
parameter T_HOLD_INTERVAL = 10;    
parameter T_YELLOW_INTERVAL = 10;  
initial begin
    state = HOLD_STATE;
    counter = 0;
    T_HOLD = 0;
    T_YELLOW = 0;
end
always @(posedge clk) begin
    counter <= counter + 1;
    case (state)
        HOLD_STATE: begin
            if (counter >= T_HOLD_INTERVAL) begin
                state = YELLOW_STATE;
                counter <= 0;
                T_HOLD = 1;
                T_YELLOW = 0;
            end
        end
        YELLOW_STATE: begin
            if (START_TIMER) begin
                if (counter >= T_YELLOW_INTERVAL) begin
                    state = HOLD_STATE;
                    counter <= 0;
                    T_HOLD = 0;
                    T_YELLOW = 1;
                end
            end
        end
    endcase
end
endmodule
`timescale 1ns / 1ps
module Traffic_Light_Controller(
    input clk, reset,
    input CARS,
    output EXPRESS_GREEN, EXPRESS_YELLOW, EXPRESS_RED,
    output LOCAL_GREEN, LOCAL_YELLOW, LOCAL_RED );
   wire T_HOLD, T_YELLOW;
   wire START_TIMER ;
    Timer timer(
        .START_TIMER(START_TIMER),
        .clk(clk),
        .T_HOLD(T_HOLD),
        .T_YELLOW(T_YELLOW)
    );
    Controller controller(
        .clk(clk),
        .reset(reset),
        .T_HOLD(T_HOLD),
        .T_YELLOW(T_YELLOW),
        .CARS(CARS),
        .START_TIMER(START_TIMER),
        .EXPRESS_GREEN(EXPRESS_GREEN),
        .EXPRESS_YELLOW(EXPRESS_YELLOW),
        .EXPRESS_RED(EXPRESS_RED),
        .LOCAL_GREEN(LOCAL_GREEN),
        .LOCAL_YELLOW(LOCAL_YELLOW),
        .LOCAL_RED(LOCAL_RED)
    );
endmodule
[flow/run.sh]
#!/bin/bash
# OpenROAD 26Q1-2900-gdf79404cd8, Yosys 0.63+post, stock flow scripts
make -C /OpenROAD-flow-scripts/flow DESIGN_CONFIG=/design/flow/config.mk WORK_HOME=/design/flow/orfs finish
==> out/summary.txt <==
Die W: 80 um
Initial antenna violation count: 0
Area grow syn2layout: 20.2%
WS Path Type: reg -> out
DRT Pass-1 Iters: 4
Placer congestion estimate: 0.788
Setup TNS: 0 ps
HPWL after DPL: 762 um
Power Total: 0.384 mW
Antenna-violating nets left: 0
Placement Rows: 21
Post-CTS Hold Fix Bufs: 0
Fillers: 377
Clock Tree Buf Depth: 2
First-pass GRT wire length: 1660 um
Yosys top cell by area: dfxtp_1
Cell area leaders: dfxtp_1, edfxtp_1, buf_4, nor2_1, a21oi_1
Chip Area: 6400 sq um
Post-CTS Setup Repair Bufs: 0
CTS tree: built
CTS resizes: 0
Hold Path Class: in -> async
Netlist Area Pre-Place: 596 sq um
Ys Warns: 9
Chip Height: 80 um
Fin. max-slew vios: 0
R2R Setup Slk: 710 ps
Worst-path clk slew: 80 ps
Final period util: 77.1%
Max-cap violation count: 0
Area reported by Yosys stat: 596 sq um
CTS Buf Count: 3
Ant diodes: 0
Hold Vio Cnt, Final: 0
Hold_ws: 295 ps
WP data arrival: 1260 ps
Highest-count logic cell in the final layout: dfxtp_1
Drc violations: 0
Tool warnings: 26
Syn Area/Cell: 9.45 sq um
H-tree depth: 1
Worst r2r dst: timer.T_YELLOW$_DFFE_PP_
Lkg Pwr: 0.253 nW
RSZ-0062 raised after global routing: false
Placed Area: 689 sq um
Final setup vio count: 0
Post-synth EDFFs: 2
CTS Sinks: 13
Setup slack after layout: 503 ps
Init Core Util: 17.4%
Worst endpoint required time: 1760 ps
Most frequent cells in the layout: dfxtp_1, nor2_1, clkdlybuf4s50_1
# Cells Yosys: 63
Pwr dens: 536 nW/um^2
VDD IR max: 0.000124 V
Pre-CTS setup slack: 581 ps
Setup Skew: 7.30 ps
#FFs+latches synth: 13
WL final: 1030 um
Share of layout cells above drive strength 1: 11.4%
Main flop type: dfxtp_1
Vias in the first global route: 375
Fin crit period: 1700 ps
Startpoint type of the worst setup path: flip-flop
Unique masters post-synth: 23
Status: finished, final reports clean
Top-Level Pins: 9
Sequential cell area: 285 sq um
Total gr overflow: 0
Synth Seq Share: 47.9%
Worst reg2reg path depth: 5
Core box area: 3420 sq um
Post-layout instance area: 716 sq um
Top cell area share: 33.6%
Max Fclk: 0.589 GHz
Crit end category: output pin
Async SR Flop Fraction: 7.69%
I/O Buffers: 6
Worst-path fanout max: 4
R2r startpoint: timer.counter[0]$_DFF_P_
Clk root buf: clkbuf_4
Drt initial violations: 16
Gr usage total: 3.15%
Vias/cell: 3.69
Latest clock arrival within the worst-skew pair: 270 ps
Logic area: 260 sq um
Wire per inst: 8.84 um
Largest net degree at the start of global routing: 13
Mapped Cells: 63
Routed via count: 428
-- power breakdown --
group | total (mW) | internal, mW | switching, mW
Combinational | 0.00468 | 0.00349 | 0.00118
Sequential | 0.240 | 0.240 | 0
Clock | 0.139 | 0.0702 | 0.0686
-- Yosys cell counts (3+ instances only) --
cell type and n:
dfxtp_1 10, nor2_1 7, a21oi_1 5, inv_1 5, nand3_1 5, buf_4 4, o21ai_0 4, or3_2 3
-- area by class of cell --
cell class / count / area share [%]
Timing Repair Buffer: 7 / 9.44
Multi-Input combinational cell: 41 / 36.4
Sequential cell: 13 / 39.9
Clock buffer: 4 / 3.67
Inverter: 5 / 2.62
Tap cell: 46 / 8.04
-- flip-flops by register name (all words and copies together), names as in the netlist --
register / flops
timer.T_HOLD: 1
timer.T_YELLOW: 1
timer.counter: 10
controller.FB.Q: 1
-- kinds of logic (layout without fill, tap and decap cells) --
logic type,after synthesis,in the layout,synth area share [%]
other,1,2,0.630
xor gates and xnor gates,3,3,4.41
DFF,13,13,47.9
muxes,1,1,1.68
buffers and inverters,10,16,9.03
AOI/OAI and AO/OA,12,12,11.6
adders and majority gates,2,2,4.20
and+or+nand+nor,21,21,20.6
-- worst max-delay path, cell delays in order (launching register included) --
cell             delay [ps]
dfrtp_1                 410
inv_1                   100
clkdlybuf4s50_1         480
-- metrics by stage --
stage | utilization [%] | instances
4_1_cts | 21.0 | 116
5_1_grt | 21.0 | 116
3_3_place_gp | 20.2 | 112
2_1_floorplan | - | 64
3_5_place_dp | 20.2 | 112
6_report | 21.0 | 116
-- layer usage --
metal  GRT usage, %  up-vias  part of all wire (%)
met3           2.50        2                    12
met5              0        -                     0
met2           3.45       10                    37
met4          0.176        0                  0.59
li1               -      227                     -
met1           4.70      189                    50
-- worst max-delay path by stage --
stage / to / start / slack [ps]
final: LOCAL_RED / controller.FB.Q$_DFF_PP0_ / 500
after CTS: LOCAL_RED / controller.FB.Q$_DFF_PP0_ / 480
after global routing: LOCAL_RED / controller.FB.Q$_DFF_PP0_ / 440
Power is estimated from default activity; no workload was simulated.
